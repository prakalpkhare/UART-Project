--- config.mk ---
export PLATFORM = sky130hd
export DESIGN_NAME = top_uart
export DESIGN_NICKNAME = top_uart
export VERILOG_FILES = /design/flow/design.v
export SDC_FILE = /design/flow/constraint.sdc
export NUM_CORES = 4
export LEC_CHECK = 1
export CORE_UTILIZATION = 50
--- constraint.sdc ---
current_design top_uart

set clk_period 3.5
set clk_io_pct 0.2

create_clock -name clk0 -period $clk_period [get_ports {clk}]

set non_clock_inputs [all_inputs -no_clocks]
set_input_delay [expr $clk_period * $clk_io_pct] -clock clk0 $non_clock_inputs
set_output_delay [expr $clk_period * $clk_io_pct] -clock clk0 [all_outputs]
--- design.v ---
module baud_rate_generator (
    input  clk,
    input  rst,
    output tx_enb, 
    output rx_enb 
);
  reg [12:0] tx_counter;
  reg [9:0]  rx_counter;
  always @(posedge clk) begin
    if (rst)
      tx_counter <= 13'd0;
    else if (tx_counter == 13'd5207)
      tx_counter <= 13'd0;
    else
      tx_counter <= tx_counter + 1'b1;
  end
  always @(posedge clk) begin
    if (rst)
      rx_counter <= 10'd0;
    else if (rx_counter == 10'd324)
      rx_counter <= 10'd0;
    else
      rx_counter <= rx_counter + 1'b1;
  end
  assign tx_enb = (tx_counter == 13'd0);
  assign rx_enb = (rx_counter == 10'd0);
endmodule
module uart_receiver (
    input        clk,
    input        rst,
    input        rx,
    input        rdy_clr,
    input        rx_enb,          
    output reg   rdy,
    output reg [7:0] data_out
);
  parameter start_state    = 2'b00;
  parameter data_out_state = 2'b01;
  parameter stop_state     = 2'b10;
  reg [1:0] state;
  reg [3:0] sample;        
  reg [2:0] index;        
  reg [7:0] shift_register; 
  always @(posedge clk) begin
    if (rst) begin
      state          <= start_state;
      sample         <= 4'd0;
      index          <= 3'd0;
      shift_register <= 8'd0;
      data_out       <= 8'd0;
      rdy            <= 1'b0;
    end
    else begin
      if (rdy_clr)
        rdy <= 1'b0;
      if (rx_enb) begin
        case (state)
          start_state: begin
            sample <= 4'd0;
            index  <= 3'd0;
            if (rx == 1'b0) begin
              sample <= sample + 1'b1;
              if (sample == 4'd7) begin
                state  <= data_out_state;
                sample <= 4'd0;
              end
            end
          end
          data_out_state: begin
            sample <= sample + 1'b1;
            if (sample == 4'd8) begin
              shift_register[index] <= rx;
              index <= index + 1'b1;
            end
            if (index == 3'd7 && sample == 4'd15) begin
              sample <= 4'd0;
              state  <= stop_state;
            end
          end
          stop_state: begin
            sample <= sample + 1'b1;
            if (sample == 4'd15) begin
              data_out <= shift_register;
              rdy      <= 1'b1;
              sample   <= 4'd0;
              state    <= start_state;
            end
          end
          default: state <= start_state;
        endcase
      end
    end
  end
endmodule
module top_uart (
    input clk,
    input rst,
    input wr_enb,
    input [7:0] tx_data,
    input rdy_clr,
    output [7:0] rx_data,
    output rdy
);
  wire tx_enb;
  wire rx_enb;
  wire tx_line;
  baud_rate_generator baud_gen (
    .clk(clk),
    .rst(rst),
    .tx_enb(tx_enb),
    .rx_enb(rx_enb)
  );
  transmitter tx_inst (
    .clk(clk),
    .rst(rst),
    .wr_enb(wr_enb),
    .enb(tx_enb),
    .data_in(tx_data),
    .tx(tx_line),
    .busy()
  );
  uart_receiver rx_inst (
    .clk(clk),
    .rst(rst),
    .rx(tx_line),
    .rx_enb(rx_enb),
    .rdy_clr(rdy_clr),
    .rdy(rdy),
    .data_out(rx_data)
  );
endmodule
module transmitter (
    input        clk,
    input        rst,
    input        wr_enb,
    input        enb,
    input  [7:0] data_in,
    output reg   tx,
    output       busy
);
  parameter idle_state  = 2'b00;
  parameter start_state = 2'b01;
  parameter data_state  = 2'b10;
  parameter stop_state  = 2'b11;
  reg [1:0] state;
  reg [7:0] data;
  reg [2:0] index;
  always @(posedge clk) begin
    if (rst) begin
      state <= idle_state;
      tx    <= 1'b1;
      index <= 3'd0;
      data  <= 8'd0;
    end
    else begin
      case (state)
        idle_state: begin
          tx <= 1'b1;
          if (wr_enb) begin
            data  <= data_in;
            index <= 3'd0;
            state <= start_state;
          end
        end
        start_state: begin
          if (enb) begin
            tx    <= 1'b0;
            state <= data_state;
          end
        end
        data_state: begin
          if (enb) begin
            tx <= data[index];
            if (index == 3'd7)
              state <= stop_state;
            else
              index <= index + 1'b1;
          end
        end
        stop_state: begin
          if (enb) begin
            tx    <= 1'b1;
            state <= idle_state;
          end
        end
        default: begin
          tx    <= 1'b1;
          state <= idle_state;
        end
      endcase
    end
  end
  assign busy = (state != idle_state);
endmodule
--- run.sh ---
#!/bin/bash
# OpenROAD 26Q1-2900-gdf79404cd8, Yosys 0.63+post, stock flow scripts
make -C /OpenROAD-flow-scripts/flow DESIGN_CONFIG=/design/flow/config.mk WORK_HOME=/design/flow/orfs finish
==> node_exporter_impl.prom <==
# HELP chip_impl_metric Physical implementation figures
# TYPE chip_impl_metric gauge
chip_impl_metric{name="vias_per_cell",unit=""} 5.59
chip_impl_metric{name="hold_slack",unit="ns"} 0.458
chip_impl_metric{name="fmaxAchievable",unit="GHz"} 0.463
chip_impl_metric{name="areaGrowthSynthToFinish",unit="%"} 12.8
chip_impl_metric{name="setup_viol_count_final",unit=""} 0
chip_impl_metric{name="slew_headroom",unit="%"} 38.1
chip_impl_metric{name="die-area",unit="um2"} 6780
chip_impl_metric{name="yosys.stat.chipArea",unit="um2"} 3230
chip_impl_metric{name="wl_per_cell",unit="um"} 13.5
chip_impl_metric{name="critical_path_peak_fanout",unit=""} 9
chip_impl_metric{name="initCoreUtil",unit="%"} 53.3
chip_impl_metric{name="rows",unit=""} 28
chip_impl_metric{name="cts_hold_repair.buffers",unit=""} 0
chip_impl_metric{name="warnings",unit=""} 32
chip_impl_info{name="min_from",value="tx_inst.data[6]"} 1
chip_impl_metric{name="global_route.overflow_total",unit=""} 0
chip_impl_metric{name="synth_seq_share",unit="%"} 40.9
chip_impl_metric{name="post_synth.cell_area_avg",unit="um2"} 8.52
chip_impl_metric{name="post-route-min-period",unit="ns"} 2.16
chip_impl_info{name="worst_hold_path_type",value="reg -> reg"} 1
chip_impl_metric{name="cells_after_synth",unit=""} 379
chip_impl_metric{name="path_clk_slew",unit="ns"} 0.07
chip_impl_metric{name="ys.warnings.count",unit=""} 3
chip_impl_metric{name="antenna_found_initial",unit=""} 0
chip_impl_metric{name="finalMaxSlewViolations",unit=""} 0
chip_impl_metric{name="post_cts.repair.setup_buffers",unit=""} 0
chip_impl_info{name="reg2reg_to",value="rx_inst.shift_register[5]"} 1
chip_impl_info{name="critical_setup_path_class",value="reg -> reg"} 1
chip_impl_metric{name="grt_pass1_vias",unit=""} 2324
chip_impl_metric{name="ir_drop",unit="mV"} 0.235
chip_impl_metric{name="core-area",unit="um2"} 6060
chip_impl_metric{name="grt_start_max_net_pins",unit=""} 23
chip_impl_metric{name="worst_r2r_path_depth",unit=""} 4
chip_impl_info{name="timing.critical_path.to_type",value="flop"} 1
chip_impl_metric{name="number_of_stages_on_the_worst_hold_path",unit=""} 2
chip_impl_info{name="startpoint_types",value="flop"} 1
chip_impl_info{name="outcome",value="completed"} 1
chip_impl_metric{name="clkSinkCount",unit=""} 66
chip_impl_metric{name="gp_congestion",unit=""} 0.856
chip_impl_metric{name="dpl.hpwl",unit="um"} 4450
chip_impl_metric{name="vias",unit=""} 2651
chip_impl_metric{name="boundaryPins",unit=""} 21
chip_impl_info{name="ys.flop_type",value="dfxtp_1"} 1
chip_impl_metric{name="port_buffers",unit=""} 20
chip_impl_info{name="holdPathEnd",value="tx_inst.data[6]"} 1
chip_impl_metric{name="cts_resized",unit=""} 0
chip_impl_metric{name="aggregate_routed_wire_length",unit="um"} 6410
chip_impl_metric{name="globalRouteTotalUtil",unit="%"} 21.3
chip_impl_metric{name="netlist_area",unit="um2"} 3230
chip_impl_metric{name="setup_total_negative_slack",unit="ns"} 0
chip_impl_metric{name="fp.dieH",unit="um"} 82.4
chip_impl_metric{name="drive_gt1_share",unit="%"} 8.02
chip_impl_metric{name="power_leakage",unit="nW"} 1.24
chip_impl_info{name="rr_startpoint",value="baud_gen.rx_counter[3]"} 1
chip_impl_metric{name="timing.critical_path.arrival",unit="ns"} 2.38
chip_impl_metric{name="worst_skew_pair.late_latency",unit="ns"} 0.33
chip_impl_metric{name="drt_pre_antenna_iters",unit=""} 5
chip_impl_metric{name="cts_inserted_buffers",unit=""} 9
chip_impl_metric{name="ys_ff",unit=""} 66
chip_impl_metric{name="synth-async-reset-ratio",unit="%"} 0
chip_impl_metric{name="detail-route-antenna-nets",unit=""} 0
chip_impl_metric{name="required",unit="ns"} 3.72
chip_impl_metric{name="worst-slew-pin-transition",unit="ns"} 0.918
chip_impl_metric{name="drcViolationCount",unit=""} 0
chip_impl_metric{name="timing.reg2reg.setup_slack",unit="ns"} 1.34
chip_impl_metric{name="grt_first_pass_wirelength",unit="um"} 10900
chip_impl_metric{name="final.setup_skew",unit="ns"} 0.00762
chip_impl_metric{name="fp.dieW",unit="um"} 82.4
chip_impl_metric{name="number_of_distinct_library_cells_after_synthesis",unit=""} 50
chip_impl_metric{name="total_power_density_per_cell_area",unit="nW/um2"} 408
chip_impl_info{name="tritoncts",value="yes"} 1
chip_impl_metric{name="hold_violation_total_from_the_final_report",unit=""} 0
chip_impl_metric{name="initialDrtViolationCount",unit=""} 191
chip_impl_metric{name="clk_path_buf_depth",unit=""} 2
chip_impl_metric{name="diodes",unit=""} 0
chip_impl_metric{name="finalCritPeriodShare",unit="%"} 61.7
chip_impl_metric{name="count_of_library_flops_with_an_enable_pin",unit=""} 0
chip_impl_info{name="cts_root_buf",value="clkbuf_8"} 1
chip_impl_info{name="grt_setup_unrepaired",value="no"} 1
chip_impl_metric{name="maxCapViolations",unit=""} 0
chip_impl_metric{name="yosys_stat_cell_total",unit=""} 379
chip_impl_metric{name="ctsHtreeMaxLevel",unit=""} 3
## where the power goes
part	internal, mW	switching (mW)	leakage (nW)
logic	0.0468	0.0710	0.611
clock network	0.314	0.269	0.0965
registers	0.767	0.0174	0.535
total	1.13	0.357	1.24
## metrics by stage
stage | instances | setup slack (ns) | power [mW] | instance area [um2] | util, %
6_report | 474 | 1.34 | 1.48 | 3640 | 60.1
4_1_cts | 474 | 1.36 | 1.50 | 3640 | 60.1
3_3_place_gp | 458 | 1.23 | 0.918 | 3460 | 57.1
3_5_place_dp | 458 | 1.22 | 0.918 | 3460 | 57.1
2_1_floorplan | 379 | 1.52 | 0.885 | 3230 | -
5_1_grt | 474 | 1.17 | 1.55 | 3640 | 60.1
## metal layers
layer | track usage, % | routed length (um) | vias to the layer above
li1 | - | - | 1389
met5 | 0 | 0 | -
met2 | 31.1 | 2690 | 47
met4 | 3.33 | 115 | 0
met1 | 35.1 | 3380 | 1204
met3 | 2.68 | 225 | 11
## how the worst max path moves through the flow
stage                          start                   endpoint  depth (start not counted)
CTS           baud_gen.rx_counter[3]  rx_inst.shift_register[7]                          4
global route       rx_inst.sample[3]  rx_inst.shift_register[2]                          4
finish        baud_gen.rx_counter[3]  rx_inst.shift_register[5]                          4
## placed cells by master (no fill, tap or decap), types with 3 or more instances in the layout
cell,instances
or3_1,5
inv_1,18
or4_1,4
nand2_1,44
clkdlybuf4s50_1,20
clkbuf_8,12
nor4_1,3
mux2_2,3
xor2_1,5
o21ai_1,8
ha_1,13
nor2b_1,4
a21oi_1,33
nor2_1,32
xnor2_1,10
nor3_1,15
and2_1,3
nand2b_1,5
o22ai_1,4
dfxtp_1,66
mux2i_1,6
nand3_1,21
a31oi_1,3
o21ai_0,7
nand4_1,18
## cells in the mapped netlist (all sizes together) (4+ instances only)
library cell | instances | area [um2]
ha | 13 | 163
nand2b | 5 | 31.3
buf | 7 | 36.3
inv | 18 | 67.6
dfxtp | 66 | 1320
nor4 | 6 | 65.1
nand2 | 44 | 165
nor3 | 15 | 75.1
or4 | 6 | 52.6
o21ai | 15 | 75.1
xor2 | 5 | 43.8
xnor2 | 10 | 87.6
nor2 | 32 | 120
nor2b | 4 | 25.0
o22ai | 4 | 25.0
mux2i | 6 | 60.1
a21oi | 33 | 165
nand4 | 18 | 113
or3 | 5 | 31.3
nand3 | 21 | 105
clkbuf | 11 | 41.3
## critical path, cell delays in order, from the launching register on
cell and delay, ns:
dfxtp_1 0.33, or4_1 0.75, a2111o_1 0.56, nor3_1 0.29, o22ai_1 0.11
## flip-flops by register name (all words and copies together), names as in the netlist, 3 cells and up
| signal | cells |
|---|---|
| rx_inst.index | 3 |
| tx_inst.state | 4 |
| rx_inst.data_out | 8 |
| baud_gen.rx_counter | 10 |
| rx_inst.sample | 4 |
| rx_inst.state | 3 |
| tx_inst.index | 3 |
| baud_gen.tx_counter | 13 |
| rx_inst.shift_register | 8 |
| tx_inst.data | 8 |
## cells by family after synthesis
group,share of synthesized area (%)
simple gates,26.2
buf+inv,4.50
flops,40.9
fa+ha+maj,5.04
mux,4.30
xor+xnor,4.07
compound gates,14.9
## area by class of cell
| class | instances | area (um2) |
|---|---|---|
| Fill cell | 526 | 2420 |
| Multi-Input combinational cell | 277 | 1760 |
| Sequential cell | 66 | 1320 |
| Timing Repair Buffer | 22 | 215 |
| Clock buffer | 14 | 173 |
| Tap cell | 75 | 93.8 |
| Inverter | 18 | 67.6 |
| Clock inverter | 2 | 10.0 |
Power is estimated from default activity; no workload was simulated.
